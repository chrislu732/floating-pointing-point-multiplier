`./run.sh`:
```
#!/bin/bash
# OpenROAD 26Q1-2900-gdf79404cd8, Yosys 0.63+post, stock flow scripts
make -C /OpenROAD-flow-scripts/flow DESIGN_CONFIG=/design/flow/config.mk WORK_HOME=/design/flow/orfs finish
```
`./config.mk`:
```
export PLATFORM = sky130hd
export DESIGN_NAME = fp_mult
export DESIGN_NICKNAME = fp_mult
export VERILOG_FILES = /design/flow/design.v
export SDC_FILE = /design/flow/constraint.sdc
export NUM_CORES = 4
export LEC_CHECK = 1
export CORE_UTILIZATION = 50
```
`./constraint.sdc`:
```
current_design fp_mult

set clk_period 5.5
set clk_io_pct 0.2

create_clock -name clk0 -period $clk_period [get_ports {clk}]

set non_clock_inputs [all_inputs -no_clocks]
set_input_delay [expr $clk_period * $clk_io_pct] -clock clk0 $non_clock_inputs
set_output_delay [expr $clk_period * $clk_io_pct] -clock clk0 [all_outputs]
```
`./design.v`:
```
module fp_mult(A,B,clk,reset,C,done,flow);
    input [31:0] A,B;
    input clk;
    input reset;
    output [31:0] C;
    output done, flow;
    parameter step1 = 3'b000;
    parameter step2 = 3'b001;
    parameter step3 = 3'b010;
    parameter step4 = 3'b011;
    parameter step5 = 3'b100;
    parameter step6 = 3'b101;
    parameter step7 = 3'b110;
    parameter step8 = 3'b111;
    parameter normal = 2'b00;
    parameter overflow = 2'b01;
    parameter underflow = 2'b10;
    reg [2:0] state;
    reg [1:0] r_flow;
    reg r_done;
    reg c1_out;
    reg [8:0] c2_out;
    reg [47:0] c3_out_b;
    reg [24:0] c3_out_s;
    reg [23:0] a_mult, b_mult;
    reg start;
    wire [47:0] c_mult;
    wire done_mult;
    wire a1_in = A[31];
    wire b1_in = B[31];
    wire [7:0] a2_in = A[30:23];
    wire [7:0] b2_in = B[30:23];
    wire [22:0] a3_in = A[22:0];
    wire [22:0] b3_in = B[22:0];
    assign flow = r_flow;
    assign done = r_done;
    assign C = {c1_out, c2_out[7:0], c3_out_s[22:0]};
    bit24_mult mult(a_mult, b_mult, clk, reset, start, c_mult, done_mult);
    always @(posedge clk)
    begin
        if (reset)
        begin
            r_flow <= 2'b00;
            r_done <= 1'b0;
            c1_out <= 1'b0;
            c2_out <= 9'b0;
            c3_out_s <= 25'b0;
            c3_out_b <= 48'b0;
            a_mult <= 24'b0;
            b_mult <= 24'b0;
            start <= 1'b0;
			state <= step1;
        end 
        else
        begin
            case (state)
                step1:
                begin
                    if (a2_in + b2_in < 127)
                    begin
                    r_flow <= 2'b10;
                    state <= step8;
                    end
                    else
                    begin
                    state <= step2;
                    end
                end
                step2:
                begin
                    c1_out <= a1_in ^ b1_in;
                    c2_out <= a2_in + b2_in - 127;
                    a_mult <= {1'b1, a3_in};
                    b_mult <= {1'b1, b3_in};
                    start <= 1'b1;
                    state <= step3;
                end
                step3:
                begin
                    if (done_mult)
                    begin
                        c3_out_b <= c_mult;
                        state <= step4;
                    end
                    start <= 1'b0;
                end
                step4:
                begin
                    if (c3_out_b[47])
                    begin
                        c3_out_b <= c3_out_b >> 1;
                        c2_out <= c2_out + 1;
                    end
                    state <= step5;
                end
                step5:
                begin
                    if (c2_out >= 255)
                    begin
		                r_flow <= 2'b01;
                        state <= step8;
                    end
                    else
                    begin
                        if (c3_out_b[22])
                        begin
                            c3_out_s <= c3_out_b[47:23] + 1;
                            state <= step6;
                        end
                        else 
                        begin
                            c3_out_s <= c3_out_b[47:23];
                            state <= step7;
                        end
                    end
                end
                step6: 
                begin
                    c3_out_b <= {c3_out_s, 23'b0};
                    state <= step4;
                end
                step7: r_done <= 1'b1;
                step8:
                begin
                    c1_out <= 1'b0;
                    c2_out <= 9'b0;
                    c3_out_s <= 25'b0;
                    state <= step7;
                end
            endcase
        end
    end
endmodule
module bit24_mult(A,B,clk,reset,start,C,done);
    input [23:0] A,B;
    input clk;
    input start, reset;
    output [47:0] C;
    output done;
    parameter step1 = 2'b00;
    parameter step2 = 2'b01;
    parameter step3 = 2'b10;
    reg [1:0] state;
    reg [5:0] counter;
    reg r_done;
    reg [47:0] r_c;
    reg [23:0] P, PA;
    reg[23:0] a_add, b_add;
    reg cin;
    wire [23:0] c_add;
    wire cout_add;
    assign C = r_c;
    assign done = r_done;
    bit24_select_adder adder(a_add, b_add, cin, c_add, cout_add);
    always@(posedge clk)
    begin
        if (reset)
        begin
            counter <= 0;
            r_done <= 1'b0;
            P <= 24'b0;
            PA <= 24'b0;
            a_add <= 24'b0;
            b_add <= 24'b0;
            cin <= 1'b0;
            state <= step1;
        end
        else
        begin
            case (state)
                step1:
                begin
                    if (start)
                    begin
                    counter <= 0;
                    P <= 24'b0;
                    PA <= A;
                    state <= step2;
                    end
                end
                step2:
                begin
                    if (counter == 24)
                    begin
                        r_c <= {P, PA};
                        r_done <= 1'b1;
                        state <= step1;
                    end
                    else
                    begin
                        counter <= counter + 1;
                        a_add <= {24{PA[0]}} & B;
                        b_add <= P[23:0];
                        state <= step3;
                    end
                end
                step3:
                begin
                    P <= {cout_add, c_add[23:1]};
                    PA <= {c_add[0], PA[23:1]};
                    state <= step2;
                end
            endcase
        end
    end
endmodule
module bit24_select_adder(A,B,CIN,C,COUT);
    input [23:0] A,B;
    input CIN;
    output [23:0] C;
    output COUT;
    wire [5:0] TC;
    bit4_select_adder adder1(A[3:0],B[3:0],C[3:0],CIN,TC[0]);
    bit4_select_adder adder2(A[7:4],B[7:4],C[7:4],TC[0],TC[1]);
    bit4_select_adder adder3(A[11:8],B[11:8],C[11:8],TC[1],TC[2]);
    bit4_select_adder adder4(A[15:12],B[15:12],C[15:12],TC[2],TC[3]);
    bit4_select_adder adder5(A[19:16],B[19:16],C[19:16],TC[3],TC[4]);
    bit4_select_adder adder6(A[23:20],B[23:20],C[23:20],TC[4],TC[5]);
    assign COUT = TC[5];
endmodule
module bit4_select_adder(A,B,C,CIN,COUT);
    input [3:0] A,B;
    input CIN;
    output [3:0] C;
    output COUT;
    wire COUTG,COUTV;
    wire [3:0] CG,CV;
    parameter GROUND = 1'b0;
    parameter VDD = 1'b1;
    bit4_adder adder1(A,B,CG,GROUND,COUTG);
    bit4_adder adder2(A,B,CV,VDD,COUTV);
    adder_mux mux1(CG[0],CV[0],CIN,C[0]);
    adder_mux mux2(CG[1],CV[1],CIN,C[1]);
    adder_mux mux3(CG[2],CV[2],CIN,C[2]);
    adder_mux mux4(CG[3],CV[3],CIN,C[3]);
    adder_mux mux5(COUTG,COUTV,CIN,COUT);
endmodule
module adder_mux(CG,CV,CIN,C);
    input CG,CV,CIN;
    output C;
    assign C = (CIN) ? CV : CG;
endmodule 
module bit4_adder(A,B,C,CIN,COUT);
    input [3:0] A,B;
    input CIN;
    output [3:0] C;
    output COUT;
    wire [2:0] TC;
    full_adder adder1(A[0],B[0],C[0],CIN,TC[0]);
    full_adder adder2(A[1],B[1],C[1],TC[0],TC[1]);
    full_adder adder3(A[2],B[2],C[2],TC[1],TC[2]);
    full_adder adder4(A[3],B[3],C[3],TC[2],COUT);
endmodule
module full_adder(A,B,C,CIN,COUT);
    input A,B,CIN;
    output C,COUT;
    assign C = A ^ B ^ CIN;
    assign COUT = (A & B) | (A & CIN) | (B & CIN);
endmodule
```
==> flow_summary.toml <==
# yosys + openroad results
[run]
warnings = 31
max-cap-violations = 0

[place]
dp_hpwl_mm = 14.9
place_congestion = 0.871
place_ws_ns = 0.956
port_buffers = 99

[cts]
cts_buffer_depth = 3
clk_latency_ns = 0.52
cts_resized = 0
cts_hold_buf = 0
cts_max_level = 1
cts_root_buf = "clkbuf_16"
clkSinkCount = 251
cts_buffers = 27
cts_tree = "done"
clkTransAtPathRegs_ns = 0.06
postCtsSetupRepairBufs = 0

[status]
outcome = "finished clean"

[grt]
grtUsageMet3_pct = 3.09
antenna_found_initial = 0
met1_usage_pct = 34.2
grt_pass1_vias = 7911
use_met2_pct = 31.0
track_usage_pct = 20.8
grt_busiest_layer = "met1"
grt_max_degree = 74
grt_pass1_wl_mm = 39.0
gr-total-overflow = 0

[final_timing]
fin_crit_ns = 4.24
setup_violations = 0
worst_slew_pin_slew_ns = 0.833
hold_violations = 0
period_used_pct = 77.2
rsz0062_at_grt = "false"
skew_ns = 0.00752
final-max-slew-violation-count = 0
tns_ns = 0
setup_ws_ns = 1.26
clock.fmax_mhz = 236
maxSlewHeadroom_pct = 44.5

[route]
num_vias = 8507
wirelength_mm = 23.0
drtAntennaViolNets = 0
antennaDiodeCount = 0
drt-pass1-iter-count = 4
wire_per_inst_um = 14.5
route.detailed.drc = 0
drtIter0Drc = 430
vias_per_cell = 5.35

[synthesis]
ys_sh_aoi_pct = 15.7
ys_chip_area_sq_um = 11500
ys.flop_type = "dfxtp_1"
ys_sh_mux_pct = 7.41
netlist_top_cells_count = "225 x dfxtp_1, 198 x nor2_1, 108 x nand2_1"
top_area_cell = "dfxtp_1"
edf_count = 26
netlist_area_sq_um = 11500
synth.most_common_cell = "dfxtp_1"
adder_share_pct = 5.17
synth-xor-area-share_pct = 3.97
top_cell_area_share_pct = 39.3
ys_seq_elements = 251
yosysWarnings = 2
area_leaders = "dfxtp_1 39%, mux2i_1 6.9%, edfxtp_1 6.8%"
ys_top_logic_family = "AND-OR/OR-AND gates"
async_flop_share_pct = 0
synth_stat.cells = 1248
synth_simple_gate_area_share_pct = 15.6
postSynthAreaPerCell_sq_um = 9.18
ys_types = 60
synthCells = 1248
yosysSeqAreaShare_pct = 46.1

[worst_setup_path]
crit_path_end_kind = "flop"
crit_arrival_ns = 4.65
cp.required_ns = 5.91
critPathMaxFanout = 4
critPathKind = "flop to flop"
start_kind = "flop"

[floorplanning]
ios = 100
die_w_um = 153
die_area_sq_um = 23500
fp_util_pct = 50.8
core_area_sq_um = 22600
fp.dieH_um = 153
num_rows = 55

[power]
power_density_nw_per_um2 = 316
irDropWorstVdd_mv = 0.242
p_leak_nw = 4.95

[cells_and_area]
layout-drive-gt1-share_pct = 6.36
area_growth_pct = 16.6
fill_cells = 1924

[hold_path]
hold_class = "flop to flop"
final timing paths:
path                  from            to  slack, ns  cells after the start
max          mult.a_add[0]    mult.P[22]       1.26                     14
min              mult.P[6]  mult.r_c[30]       0.45                      0
max reg2reg  mult.a_add[0]    mult.P[22]       1.26                     14
min reg2reg      mult.P[6]  mult.r_c[30]       0.45                      0
power by group:
part / internal (W) / switching (W)
Sequential: 0.00192 / 0.0000649
Combinational: 0.000187 / 0.000195
Clock: 0.00114 / 0.000721
routing by layer:
| layer | up-vias | part of all wire [%] |
|---|---|---|
| met2 | 160 | 42 |
| met3 | 26 | 4.6 |
| li1 | 4421 | - |
| met1 | 3900 | 52 |
| met4 | 0 | 1.3 |
| met5 | - | 0 |
registers in the layout, indices dropped and copies added (netlist names), 3 cells and up:
signal,cells
a_mult,24
b_mult,23
c2_out,9
c3_out_b,26
c3_out_s,25
mult.P,24
mult.PA,24
mult.a_add,24
mult.b_add,24
mult.counter,6
mult.r_c,26
mult.state,3
state,8
layout make-up:
class                      count  area [sq um]  share of cell area, %
inverter                      44           165                   1.24
timing repair buffer         117          1130                   8.43
tap                          285           357                   2.67
multi-input combinational    846          5510                   41.2
sequential                   251          5290                   39.6
clock inverter                14           174                   1.30
clock buffer                  34           742                   5.55
cells in the final DEF (no fill, tap or decap), drive strengths merged, types with 3 or more instances in the layout:
cell             n
a21oi           60
o21ai           23
nand2b           9
a31oi            4
nand4            8
nor2           198
mux2i           81
o21a             3
dfxtp          225
o22ai            3
xnor2           28
nor3b            5
a21o             3
clkinv           8
edfxtp          26
xor2            24
nand3b           3
or3              9
o22a             3
nor2b            5
ha              41
nand3           14
nand2          108
a311oi          24
and3            11
and2             6
a32oi            4
buf             19
clkdlybuf4s50   98
a211oi          27
a22oi           56
bufinv           4
fa               4
a22o            24
or2              8
nor3            26
clkbuf          34
inv             45
stage by stage:
step / total power, W / util (%) / hold WS (ns) / instances / cell area, sq um
global route: 0.00441 / 59.2 / 0.475 / 1591 / 13400
floorplan: 0.00228 / - / 0.416 / 1248 / 11500
global placement: 0.00240 / 55.2 / 0.444 / 1543 / 12500
CTS: 0.00427 / 59.2 / 0.459 / 1591 / 13400
detailed placement: 0.00241 / 55.2 / 0.442 / 1543 / 12500
finish: 0.00422 / 59.2 / 0.451 / 1591 / 13400
logic make-up (layout without fill, tap and decap cells):
kind of cell             Yosys count  in the layout
AND/OR/NAND/NOR                  414            414
XOR/XNOR                          52             52
flip-flops                       251            251
AND-OR/OR-AND                    252            252
adder cells (fa/ha/maj)           45             45
multiplexers                      83             83
buffers and inverters            151            209
critical path, stage by stage, from the launching register on:
cell and delay (ns):
dfxtp_1 0.35, ha_1 0.15, inv_1 0.05, fa_1 0.37, fa_1 0.39, fa_1 0.43, and2b_1 0.20, o311ai_2 0.42
o221ai_1 0.30, a311o_1 0.41, o211ai_4 0.14, mux2i_4 0.34, mux2i_1 0.29, mux2i_1 0.21, nand3_1 0.08
No activity file was given, so power comes from the tool's default toggle rates.
